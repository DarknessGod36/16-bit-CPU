`/design/flow/config.mk`:
```
export PLATFORM = sky130hd
export DESIGN_NAME = PC
export DESIGN_NICKNAME = PC
export VERILOG_FILES = /design/flow/design.v
export SDC_FILE = /design/flow/constraint.sdc
export NUM_CORES = 4
export LEC_CHECK = 1
export CORE_AREA = 10 10 105 105
export DIE_AREA = 0 0 115 115
```
`/design/flow/run.sh`:
```
#!/bin/bash
# OpenROAD 26Q1-2900-gdf79404cd8, Yosys 0.63+post, stock flow scripts
make -C /OpenROAD-flow-scripts/flow DESIGN_CONFIG=/design/flow/config.mk WORK_HOME=/design/flow/orfs finish
```
`/design/flow/design.v`:
```
module PC(clk, Ins_addr,PC_load, PC_inc, PC_addr);
input clk, PC_load, PC_inc;
input [15:0] Ins_addr;  
output reg [15:0] PC_addr;  
reg [15:0] temp;
always@(posedge clk) begin
    if(PC_load == 0 && PC_inc == 0) begin
        temp <= temp;
        PC_addr <= temp;
    end
    else if(PC_load == 1 && PC_inc == 0) begin
        temp <= Ins_addr;
        PC_addr <= temp;
    end
    else if(PC_load == 0 && PC_inc == 1) begin
        temp = temp + 16'b0000000000000001;
        PC_addr <= temp;
    end
    else if(PC_load == 1 && PC_inc == 1) begin
        temp = 16'b0000000000000000;
        PC_addr <= temp;
    end
end
endmodule
```
`/design/flow/constraint.sdc`:
```
current_design PC

set clk_period 3.1
set clk_io_pct 0.2

create_clock -name clk0 -period $clk_period [get_ports {clk}]

set non_clock_inputs [all_inputs -no_clocks]
set_input_delay [expr $clk_period * $clk_io_pct] -clock clk0 $non_clock_inputs
set_output_delay [expr $clk_period * $clk_io_pct] -clock clk0 [all_outputs]
```
==> ci_impl_report.md <==
### Metrics collected by this job

| Metric | Value |
|---|---|
| Critical Path RT | 3.26 ns |
| WL/cell | between 10 and 15 µm |
| DR pass1 iterations | 4 |
| Largest net degree at the start of global routing | 17 |
| Number of flops mapped to enable cells by yosys | 32 |
| Area leader, netlist | edfxtp_1 |
| CP Launch Type | input pin |
| Vias per inst | around 4.3 |
| Type of the worst min-delay path | reg2reg |
| Number of setup violations in the final report | 0 |
| Async SR Flop Fraction | 0% |
| Final Power | about 1.1 mW |
| Logic family by area | simple AND/OR/NAND/NOR gates |
| Mapped Cells | ~180 |
| I/O pin total | 35 |
| FP Util | between 20% and 30% |
| Area share, top type | approximately 53% |
| Global-route wire length before repair | between 7000 and 8000 µm |
| Synth Seq Share | 52.9% |
| Crit. End Element | flop |
| Root Buffer | clkbuf_8 |
| Syn Area/Cell | roughly 10 µm² |
| DP HPWL | between 3000 and 4000 µm |
| DP Area | around 0.0023 mm² |
| XOR/XNOR Area Share | between 4 and 5% |
| Max-cap viol count | 0 |
| DRC viols | 0 |
| Crit path buffers/inverters | 1 |
| Max VDD drop | around 0.18 mV |
| DR iter-0 viols | roughly 110 |
| Delay-heaviest family, CP | simple AND/OR/NAND/NOR gates |
| Critical path class | in2reg |
| Worst path cell trace | clkdlybuf4s50_1 -> nand2b_1 -> or4_1 -> nand3_1 |
| Post-CTS sizing | 0 |
| Yosys cell count | 180 |
| H-tree levels | 2 |
| Cell area after layout | ~0.0024 mm² |
| Post-synth area hogs | edfxtp_1 53%, o21ai_0 5.8%, nand2_1 5.2%, xnor2_1 3.9%, a22o_1 2.4% |
| Area growth syn-to-layout | 32.5% |
| PortBufs | 34 |
| Die Width | 115 µm |
| WP data arrival | ~2.5 ns |
| Core area | 0.00876 mm² |
| Yosys Chip Area | around 0.0018 mm² |
| Clk sinks | 32 |
| Synth Cell Area | 0.00182 mm² |
| Worst rel slew slack | 55.9% |
| RePlAce Congestion | around 0.86 |
| Final Hold Fails | 0 |
| Yosys synthesis warning count | 1 |
| Post-Synth AOI/OAI Area | 14.4% |
| Clock Skews | slightly above 0.008 ns |
| FMAX | 436 MHz |
| Most frequent cells in the layout | 34 x clkdlybuf4s50_1, 32 x edfxtp_1, 25 x nand2_1 |
| Vias post-DR | 1448 |
| Max Root-Sink Buffers | 2 |
| Critical Path Fanout Max | 15 |
| Synth Area in Adders | less than 1% |
| TritonCTS clock tree | built |
| Initial antenna violation count | 0 |
| Count of pins over their slew limit | 0 |
| Tcrit/Tclk final | between 70% and 80% |
| Setup bufs post-CTS | 0 |
| Share of cells above drive strength 1 | 6.67% |
| Most common reg cell | edfxtp_1 |
| Vias in the first global route | ~1400 |
| Die Y | roughly 120 µm |
| # diodes | 0 |
| Worst slew pin tran | between 0.6 and 0.7 ns |
| Final ANT Viol Nets | 0 |
| Clk slew on worst S/H paths | roughly 0.07 ns |
| Clock period minus worst slack | 2.29 ns |
| Total track usage | just under 7% |
| Num rows | 34 |
| Sum Neg Setup Slack | 0 ns |
| Final wirelength | 4570 µm |
| Simple Share, Synth | 21.0% |
| Synth unique cells | 39 |
| Worst skew pair latency | a little under 0.3 ns |
| Status | complete, no violations |
| Leak Pwr | 0.861 nW |
| Die area | about 0.013 mm² |
| Total gr overflow | 0 |
| Ys flops | 32 |
| CTS Buf Count | 5 |
| Hold Buf Count CTS | 0 |
| WHS | about 0.62 ns |
| Synth mux share | 1.65% |
| CP max-delay cell | clkdlybuf4s50_1 |
| RSZ-0062 raised after global routing | false |
| Count of tool warnings | 25 |
| Max incr delay on CP | between 0.7 and 0.8 ns |
| Most instantiated logic cell after routing | clkdlybuf4s50_1 |
| Pwr Density | 461 mW/mm² |
==> cell type report <==
type | count | area [µm²]
inverters | 4 | 15.0
fillers | 944 | 6360
flip-flops and latches | 32 | 961
multi-input cells | 144 | 823
well taps | 108 | 135
clock inverters | 2 | 35.0
clock buffers | 6 | 72.6
repair buffers | 37 | 363
==> path summary, 6_finish.rpt <==
| check | from | end | slack [ns] | depth (start not counted) |
|---|---|---|---|---|
| worst max-delay path | PC_inc | PC_addr[15] | 0.81 | 4 |
| worst min register to register | temp[14] | PC_addr[14] | 0.62 | 1 |
| worst min-delay path | temp[14] | PC_addr[14] | 0.62 | 1 |
| worst max register to register | temp[0] | PC_addr[12] | 0.90 | 5 |
==> cell families (layout without fill, tap and decap cells) <==
logic type / Yosys count / count (layout)
flip-flops: 32 / 32
XOR/XNOR: 9 / 9
adder cells (fa/ha/maj): 1 / 1
multiplexers: 3 / 3
AND-OR/OR-AND: 40 / 40
other: 1 / 16
buffers and inverters: 19 / 49
AND/OR/NAND/NOR: 75 / 75
==> report_power, final <==
group / internal, mW / switching [mW]
Sequential: 0.524 / 0.0417
Combinational: 0.0867 / 0.0613
Clock: 0.238 / 0.156
Total: 0.850 / 0.259
==> cells in the mapped netlist (4+ instances only) <==
cell type	number
nand3_1	8
o21ai_0	21
nand2_1	25
nor2_1	11
buf_2	4
xnor2_1	8
edfxtp_1	32
a22o_1	5
nand4_1	5
nor3_1	4
nor4_1	4
and3_1	4
clkbuf_1	8
==> sequential cells by signal, summed over array words and instances, names as in the netlist <==
register,cells
temp,16
PC_addr,16
==> worst reg2reg max path: stages (launching register included) <==
cell and delay, ns:
edfxtp_1 0.45, ha_1 0.27, nand3_1 0.27, or4_1 0.64, or3_1 0.35, nand3_1 0.09
==> stage by stage <==
| step | util [%] | cells | setup WS, ns |
|---|---|---|---|
| after floorplan | - | 195 | 1.15 |
| final | 27.4 | 333 | 0.805 |
| after global placement | 26.2 | 325 | 0.533 |
| after global routing | 27.4 | 333 | 0.709 |
| after detailed placement | 26.2 | 325 | 0.512 |
| after CTS | 27.4 | 333 | 0.801 |
==> per-layer routing <==
layer  part of all wire [%]  vias up  track usage [%]  wire, µm
met4                    1.0        0            0.660        47
met3                    6.4        5             2.58       294
met5                      0        -                0         0
li1                       -      736                -         -
met2                     47       27             10.4      2140
met1                     46      680             9.50      2090
Power figures rest on the tool's default switching activity, not on a simulated workload.
