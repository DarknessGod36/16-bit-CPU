File: design/flow/config.mk
export PLATFORM = sky130hd
export DESIGN_NAME = ALU
export DESIGN_NICKNAME = ALU
export VERILOG_FILES = /design/flow/design.v
export SDC_FILE = /design/flow/constraint.sdc
export NUM_CORES = 4
export LEC_CHECK = 1
export CORE_UTILIZATION = 40
File: design/flow/constraint.sdc
current_design ALU

set clk_period 68.3
set clk_io_pct 0.2

create_clock -name clk0 -period $clk_period

set non_clock_inputs [all_inputs -no_clocks]
set_input_delay [expr $clk_period * $clk_io_pct] -clock clk0 $non_clock_inputs
set_output_delay [expr $clk_period * $clk_io_pct] -clock clk0 [all_outputs]
File: design/flow/design.v
module ALU (
    clk, op1, op2, ALU_opcode, ALU_OT, za, zb, eq, gt, lt, ALU_out, op1_regaddr, op2_regaddr, Addr_out, ALU_b2opcode
);
input clk;
input [15:0] op1;
input [15:0] op2;
input [2:0] op1_regaddr;
input [15:0] op2_regaddr;
input [3:0] ALU_opcode;
input [3:0] ALU_b2opcode;
input [1:0] ALU_OT;  
output reg [15:0] ALU_out;
output reg [2:0] Addr_out;
output za, zb, eq, gt, lt;
reg za, zb, eq, gt, lt;
wire [15:0] outlg;
wire [15:0] outalu;
wire [2:0] outaddr;
wire [15:0] outdata;
Arith a1 (.Arith_opcode(ALU_opcode), .Arith_Out(outalu), .op1(op1), .op2(op2));
Logic l1 (.op1(op1), .op2(op2), .Logic_opcode(ALU_opcode), .Logic_Out(outlg), .Logic_za(tza), .Logic_zb(tzb), .Logic_eq(teq), .Logic_gt(tgt), .Logic_lt(tlt));
AddressingMode m1 (.op2_data(op2), .op1_regaddr(op1_regaddr), .op2_regaddr(op2_regaddr), .AM_opcode(ALU_b2opcode), .AM_Outdata(outdata), .AM_OutRegaddr(outaddr));
always@(op1, op2, ALU_OT, ALU_opcode) begin
    if(ALU_OT == 2'b00) begin  
        ALU_out = outdata;
        Addr_out = outaddr;
    end
    else if (ALU_OT == 2'b01) begin  
        ALU_out = outalu;
        Addr_out = op1_regaddr;
    end
    else if (ALU_OT == 2'b10) begin  
        ALU_out = outlg;
        Addr_out = op1_regaddr;
        za = tza;
        zb = tzb;
        eq = teq;
        gt = tgt;
        lt = tlt;
    end
    else begin
        ALU_out = 16'b0000000000000000;
        Addr_out = 3'b000;
    end
end
endmodule
module AddressingMode (
    op2_data, op1_regaddr, op2_regaddr, AM_opcode, AM_Outdata, AM_OutRegaddr
);
input [15:0] op2_data;
input [2:0] op1_regaddr;
input [15:0] op2_regaddr;
reg [2:0] AM_Accaddr;
input [3:0] AM_opcode;
output reg [15:0] AM_Outdata;
output reg [2:0] AM_OutRegaddr;
initial begin
    AM_Accaddr = 3'b000;
end
always@(op2_data, op1_regaddr, op2_regaddr, AM_opcode) begin
    case (AM_opcode)
        4'b1011:  begin
        AM_Outdata <= op2_data;
        AM_OutRegaddr <= op1_regaddr;  
        end
        4'b1100:  begin
        AM_Outdata <= op2_regaddr;
        AM_OutRegaddr <= op1_regaddr;
		  end
        4'b1101: begin
        AM_Outdata <= op2_regaddr;  
        AM_OutRegaddr <= AM_Accaddr;
		  end
        default: begin
		  AM_Outdata <= 16'b0000000000000000;
        AM_OutRegaddr <= 3'b000;
		  end
    endcase
end
endmodule
module Arith(Arith_opcode, Arith_Out, op1, op2);  
input [3:0] Arith_opcode;
input [15:0] op1;
input [15:0] op2;
output reg [15:0] Arith_Out;
always@(op1, op2, Arith_opcode) begin
    case(Arith_opcode)
    4'b0000: Arith_Out = op1 + op2;  
    4'b0001: Arith_Out = op1 * op2;  
    4'b0010: if(op1 > op2) begin  
        Arith_Out = op1 - op2;
        end
        else begin
            Arith_Out = op2 - op1;
        end
    4'b0011: if (op1>op2) begin  
        Arith_Out = op1/op2;
        end
        else begin
        Arith_Out = op2/op1;
        end
    default Arith_Out = 3'b000;
    endcase
end
endmodule
module Logic (
    op1, op2, Logic_opcode, Logic_Out, Logic_za, Logic_zb, Logic_eq, Logic_gt, Logic_lt
);
input [15:0] op1;
input [15:0] op2;
input [3:0] Logic_opcode;
output reg [15:0] Logic_Out;
output Logic_za, Logic_zb, Logic_eq, Logic_gt, Logic_lt;
reg Logic_za, Logic_zb, Logic_eq, Logic_gt, Logic_lt;
always@(op1, op2, Logic_opcode) begin
    case (Logic_opcode)
        4'b0100: Logic_Out = (op1 & op2);  
        4'b0101: Logic_Out = (op1 | op2);  
        4'b0110: Logic_Out = ~(op1 | op2);  
        4'b0111: Logic_Out = (~op1);  
        4'b1000: Logic_Out = (~op2);  
        4'b1001: Logic_Out = (op1 ^ op2);  
        4'b1010: Logic_Out = ~(op1 ^ op2);  
        default: Logic_Out = 16'b0000000000000000;
    endcase
end
always@(op1, op2) begin
    if(op1 == op2) begin
        Logic_eq = 1;
    end
    else begin
        Logic_eq = 0;
    end
    if(op1 > op2) begin
        Logic_gt = 1;
    end
    else begin
        Logic_gt = 0;
    end
    if(op1 < op2) begin
        Logic_lt = 1;
    end
    else begin
        Logic_lt = 0;
    end
    if(op1 == 16'b0000000000000000) begin
        Logic_za = 1;
    end
    else begin
        Logic_za = 0;
    end
    if(op2 == 16'b0000000000000000) begin
        Logic_zb = 1;
    end
    else begin
        Logic_zb = 0;
    end
end
endmodule
File: design/flow/run.sh
#!/bin/bash
# OpenROAD 26Q1-2900-gdf79404cd8, Yosys 0.63+post, stock flow scripts
make -C /OpenROAD-flow-scripts/flow DESIGN_CONFIG=/design/flow/config.mk WORK_HOME=/design/flow/orfs finish
==> ci_impl_report.md <==
## PnR job results

| Metric | Value |
|---|---|
| Status | `complete, no violations` |
| F_max | `15.2 MHz` |
| Via Count | `15500` |
| Die Y | `a little under 200 um` |
| Gr usage total | `between 30% and 40%` |
| Unrepaired setup endpoints after global routing | `false` |
| FP Core Util | `about two fifths` |
| Area Growth Syn to Fin | `10.5%` |
| Number of enable flip-flop cells | `0` |
| TritonRoute pass-1 iters | `6` |
| Worst-margin pin slew | `a little under 0.9 ns` |
| Row count | `slightly below 70` |
| Ports | `86` |
| Placed cell count | `between 2000 and 3000` |
| Worst-path maximum fanout | `36` |
| Hold Crit Start | `op1_regaddr[2]` |
| Yosys warns | `9` |
| DRC violations left | `0` |
| Netlist Area Pre-Place | `approximately 0.015 mm^2` |
| Total Negative Setup Slacks | `0 ns` |
| Final Power | `a little under 400 uW` |
| Critical path type | `in -> out` |
| Largest net degree at the start of global routing | `46` |
| Post-Syn Area per Cell | `7.17 um^2` |
| Post-Layout Cell Count | `between 2000 and 3000` |
| Post-synthesis cell count | `~2100` |
| Share of post-route cells with drive strength above 1 | `under 10%` |
| Post-CTS Hold Buffers | `0` |
| Main flop type | `dlxtn_1` |
| Power Density | `approximately 24 mW/mm^2` |
| Top logic cells by instance count in the layout | `ha_1, nor2_1, inv_1` |
| Worst Path Required | `around 55 ns` |
| Fill cell count | `about 3600` |
| Final instance area | `approximately 0.016 mm^2` |
| Die width | `between 150 and 200 um` |
| Placeable Area | `approximately 0.036 mm^2` |
| Top cell excl fill/tap | `ha_1` |
| Endpoints left unconstrained | `10` |
| Via density | `a little over 6` |
| Ys cells | `roughly 2100` |
| Remaining Overflow, GRT | `0` |
| Vias in the first global route | `15000` |
| Critical Path Source Type | `primary input` |
| Maxcap violations | `0` |
| Worst path slowest cell | `clkdlybuf4s50_1` |
| First-pass GRT wire length | `slightly below 90000 um` |
| Area of placed instances | `0.0162 mm^2` |
| Unique cell types | `~91` |
| Crit-path max cell delay | `about 0.87 ns` |
| Starting DRT DRC Count | `approximately 1100` |
| Register pins left without a clock | `5` |
| Post_cts resized | `0` |
| CP Launch Point | `op1[12]` |
| Ant. Diodes | `0` |
| Post-DRT Antenna Nets | `0` |
| FFs w/ async S/R, synth | `0%` |
| Hpwl dp | `around 44000 um` |
| Worst Path Arrival | `about 52 ns` |
| Tool warnings | `about 81` |
| Fin crit period | `approximately 66 ns` |
| Slew HR | `about two fifths` |
| Worst Setup End Kind | `output pin` |
| Per-cell routed wire length | `roughly 22 um` |
| Register bit total from synthesis | `5` |
| Setup violations, final | `0` |
| Leak | `approximately 0.0075 uW` |
| Post-synth area from yosys stat | `approximately 0.015 mm^2` |
| Peak supply drop | `around 0.022 mV` |
| Slew Viols, Final | `0` |
| Initial antenna violation count | `0` |
| Worst Hold Class | `in -> out` |
| Chip area | `around 0.038 mm^2` |
| RePlAce Congestion | `1.02` |
| Postcts setup bufs | `0` |
| Fin. Hold Viols | `0` |
| I/O Buffers | `between 80 and 90` |
| Crit share post-route | `96.5%` |
| Routed wire length | `approximately 56000 um` |
==> synth_stat cells, drive strengths merged (6+ instances only) <==
cell type  instances  area share [%]
mux2i             46             3.2
fa                83              11
nor3              64             2.3
xor2              37             2.2
a311oi            10            0.60
ha               248              21
a31oi             27             1.2
a21oi            154             5.2
nor2             214             5.5
or3               17            0.72
buf               25            0.99
nor2b             17            0.72
o21ai             74             2.5
nand4             15            0.64
clkbuf            68             1.7
nor4               8            0.34
nand2b            25             1.1
and3               8            0.34
a31o               8            0.48
o2111ai            6            0.36
nand3             36             1.2
o21bai            11            0.56
and2              13            0.55
a211oi            23             1.2
or4                7            0.41
a22oi             29             1.5
a221oi            12            0.71
nor4b              6            0.36
or2               17            0.72
o21a              31             1.6
a221o              7            0.48
inv              208             5.3
o31ai             15            0.80
xnor2             76             4.5
nand2            182             4.7
o22ai             48             2.0
mux2              30             2.4
a21o              45             2.3
o211ai            19             1.0
o221ai            15            0.89
==> layout make-up <==
class / instances / area (um^2) / area share, %
Multi-Input combinational cell: 1742 / 13500 / 83.1
Timing Repair Buffer: 144 / 1300 / 7.98
Inverter: 211 / 795 / 4.89
Tap cell: 461 / 577 / 3.55
Sequential cell: 5 / 75.1 / 0.462
==> cell families after synthesis <==
group                    after synthesis  share of synthesized area, %
buffers and inverters                304                          8.13
AND-OR/OR-AND                        580                          26.3
latches                                5                         0.511
multiplexers                          76                          5.58
AND/OR/NAND/NOR                      642                          20.3
adder cells (fa/ha/maj)              331                          32.4
XOR/XNOR                             113                          6.73
==> routing by layer <==
layer	up-vias	wire length [um]	track usage (%)
li1	7448	-	-
met1	7254	24300	42.1
met2	685	24800	48.6
met3	118	4730	5.71
met4	0	2100	9.63
met5	-	0	0
==> worst max-delay path, delay by kind of cell <==
family	cells	cell delay, ns
mux	11	3.54
buf+inv	9	2.70
fa+ha+maj	17	5.56
simple gates	38	9.17
compound gates	75	17.56
==> sequential cells by signal (all words and copies together), names as in the netlist <==
signal	flops
eq	1
lt	1
za	1
zb	1
gt	1
==> metrics by stage <==
stage | util (%) | hold WS [ns] | worst slack [ns]
after floorplan | - | 27.39 | 7.98
after global placement | 45.2 | 28.24 | 1.61
after detailed placement | 45.2 | 28.23 | 1.70
after CTS | 45.2 | 28.23 | 1.51
after global routing | 45.3 | 28.27 | 0.0257
final | 45.3 | 28.23 | 2.41
==> report_power, final <==
| group | switching (uW) | internal [uW] | leakage [uW] |
|---|---|---|---|
| Combinational | 231 | 167 | 0.00745 |
| Clock | 0 | 0 | 0 |
| Sequential | 0.135 | 0.245 | 0.0000390 |
==> worst paths after layout <==
check	endpoint	slack, ns	cells after the start
max	ALU_out[0]	2.41	150
min	Addr_out[2]	28.23	3
Power figures rest on the tool's default switching activity, not on a simulated workload.
