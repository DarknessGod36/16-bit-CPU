==> design.v <==
module InsROM(clk, ROM_addr, ROM_addr_out, ROM_InsSet_out);
input clk;
input [15:0] ROM_addr;
output reg [15:0] ROM_addr_out;
reg [15:0] ROM_InsSet;
reg [15:0] temp;
output reg [15:0] ROM_InsSet_out;
initial begin
    temp = 16'b0000000000000000;
end
always@(posedge clk) begin
    temp <= ROM_addr;
    case(temp)
    16'b0000000000000000: ROM_InsSet = 16'b0001101101011100; 
    16'b0000000000000001: ROM_InsSet = 16'b0110110001011000;  
    16'b0000000000000010: ROM_InsSet = 16'b1000010110100001;  
    16'b0000000000000011: ROM_InsSet = 16'b1010110111001100;  
    16'b0000000000000100: ROM_InsSet = 16'b1000010001001001;  
    16'b0000000000000101: ROM_InsSet = 16'b0001000000010101;  
    16'b0000000000000110: ROM_InsSet = 16'b0001001000011101;  
    16'b0000000000000111: ROM_InsSet = 16'b0001100101011010;  
    16'b0000000000001000: ROM_InsSet = 16'b0001010010000110;  
endcase
    ROM_addr_out <= temp;
    ROM_InsSet_out <= ROM_InsSet;
end
endmodule
==> run.sh <==
#!/bin/bash
# OpenROAD 26Q1-2900-gdf79404cd8, Yosys 0.63+post, stock flow scripts
make -C /OpenROAD-flow-scripts/flow DESIGN_CONFIG=/design/flow/config.mk WORK_HOME=/design/flow/orfs finish
==> config.mk <==
export PLATFORM = sky130hd
export DESIGN_NAME = InsROM
export DESIGN_NICKNAME = InsROM
export VERILOG_FILES = /design/flow/design.v
export SDC_FILE = /design/flow/constraint.sdc
export NUM_CORES = 4
export LEC_CHECK = 1
export CORE_AREA = 10 10 111 111
export DIE_AREA = 0 0 121 121
==> constraint.sdc <==
current_design InsROM

set clk_period 3.0
set clk_io_pct 0.2

create_clock -name clk0 -period $clk_period [get_ports {clk}]

set non_clock_inputs [all_inputs -no_clocks]
set_input_delay [expr $clk_period * $clk_io_pct] -clock clk0 $non_clock_inputs
set_output_delay [expr $clk_period * $clk_io_pct] -clock clk0 [all_outputs]
==> out/results.ini <==
[final_layout]
fin_area_mm2 = 0.00220
lay_top_cells = clkdlybuf4s50_1 (48), dfxtp_1 (32), edfxtp_1 (16)
utilization_pct = 22.3
drive_above_1_share_pct = 10.5
final_common_cell = clkdlybuf4s50_1
area_growth_pct = 48.8

[sta]
skew_ps = 5.42
slew-limit-headroom_pct = 63.4
tns_ps = 0
holdWs_ps = 349
finalHoldViolCount = 0
period_minus_slack_ps = 1950
worst_slew_pin_slew_ps = 544
max_clock_freq_mhz = 513
setup_viol = 0
post-route-period-util_pct = 64.9
finalMaxSlewViolations = 0
rsz0062_at_grt = false

[place]
port-buffer-count = 48
place_area_mm2 = 0.00209
gp_congestion = 0.777
hpwl_um = 2460

[worst_setup_path]
cp-end-kind = flop
critPathTopFamily = simple AND/OR/NAND/NOR gates
crit_end = ROM_InsSet_out[14]
worstSetupStartpointType = flop
rr_worst_depth = 4
cp_num_buf_inv = 1
crit_cells = 4
crit_slowest_cell = nor4_1
r2r-end = ROM_InsSet_out[14]
r2r-start = temp[10]
r2r_slack_ps = 1050
critical_path_required_ps = 2990
cpPeakStageDelay_ps = 510
critPathMaxFanout = 16
crit_chain = nor4_1 > nand3_1 > a21oi_1 > buf_4
crit_start = temp[10]
worstSetupPathType = flop to flop
arrival_ps = 1940

[detailed_routing]
wl_per_cell_um = 11.0
drtPass1Iterations = 4
antenna_cells = 0
route.detailed.drc = 0
vias_per_cell = 3.20
drtIter0Drc = 17
ant_nets = 0
vias = 911
wl_um = 3150

[global_routing]
grt_pass1_wl_um = 4840
antenna_found_initial = 0
gr-usage-all-layers_pct = 4.18
grt_max_degree = 17
grt_overflow = 0
grt_pass1_vias = 920

[synth]
ys_area_mm2 = 0.00148
synthFlopType = dfxtp_1
ys_types = 33
ys.flops = 48
synth_area_mm2 = 0.00148
yosys.area.top_type = dfxtp_1
yosys_cells = 100
avgSynthCellArea_um2 = 14.8
edf_count = 16
postSynthSeqShare_pct = 75.7
yosys-top-cells-area = dfxtp_1 (43%), edfxtp_1 (32%), buf_4 (1.5%)
yosys_warnings = 1
netlist_instances = 100
synth_top_area_share_pct = 43.2
synthArstFlopShare_pct = 0

[clock_tree]
clk_path_buf_depth = 2
postCtsHoldBufs = 0
cts-root-buf = clkbuf_8
clk_pin_slew_ps = 90
cts_setup_buffers = 0
cts_made_buffers = 5
cts.sinks = 48
insertion_delay_ps = 300
cts_resized = 0
htree_levels = 2
cts_tree = built

[floorplan]
die_area_mm2 = 0.0146
floorplanUtilization_pct = 15.0
core_area_mm2 = 0.00986
die_x_um = 121
io_pins = 49
rows = 36
die_y_um = 121

[hold_path]
hp-class = flop to flop
hp-start = temp[5]
min_path_cells = 0

[pwr]
peakVddDrop_mv = 0.202
p_per_area_mw_per_mm2 = 560
comb_power_share_pct = 5.0
pwr-share-clk_pct = 37.8
total_power_uw = 1240
switching_share_pct = 20.1
leakagePower_uw = 0.000769
seqPwrFrac_pct = 57.2
p_sw_uw = 248
p_int_uw = 987

[job]
warnings = 25
cap_viol_max_count = 0

[outcome]
status = completed

[cell families (layout without fill, tap and decap cells)]
logic type      Yosys count  count (layout)  share of synthesized area (%)
compound gates           15              15                           6.42
xor+xnor                  3               3                           1.77
buf+inv                   6              58                           3.29
flops                    48              48                           75.7
mux                       2               2                           1.35
simple gates             26              26                           11.5
[worst min-delay path by stage]
stage                 end  slack, ps
6_report  ROM_addr_out[5]        350
5_1_grt   ROM_addr_out[5]        360
4_1_cts   ROM_addr_out[5]        350
[sequential cells by signal (all words and copies together) (netlist names)]
signal	count
ROM_addr_out	16
ROM_InsSet_out	16
temp	16
[layer usage]
metal / global-route usage, % / share of wire (%)
met5: 0 / 0
met1: 5.85 / 48
met4: 0.980 / 2.4
met2: 5.68 / 39
met3: 2.03 / 11
[synthesized netlist by cell type (2+ instances only)]
cell / instances
dfxtp_1: 32
edfxtp_1: 16
nor2_1: 4
o21ai_0: 4
a21oi_1: 3
buf_4: 3
nor4_1: 3
and3_1: 2
buf_6: 2
mux2i_1: 2
nand3_1: 2
nand3b_1: 2
o21ai_1: 2
o21ai_2: 2
or2b_1: 2
xnor2_1: 2
[worst reg2reg max path, cell delays in order, from the launching register on]
cell and delay, ps:
dfxtp_1 320, nor4_1 510, nand3_1 350, a21oi_1 210, buf_4 260
[cell type report]
| cell class | count | area [um2] |
|---|---|---|
| Clock buffer | 5 | 68.8 |
| Timing Repair Buffer | 49 | 488 |
| Sequential cell | 48 | 1120 |
| Fill cell | 1026 | 7660 |
| Tap cell | 133 | 166 |
| Inverter | 1 | 3.75 |
| Clock inverter | 3 | 45.0 |
| Multi-Input combinational cell | 46 | 312 |
[stage by stage]
stage | std cells | worst slack [ps]
final | 285 | 1050
after global routing | 285 | 864
after CTS | 285 | 1060
after detailed placement | 277 | 1090
after global placement | 277 | 1110
after floorplan | 100 | 893
[power by group through the flow]
stage / clock (uW) / combinational (uW) / sequential, uW
CTS: 489 / 62.5 / 707
global route: 520 / 67.4 / 711
finish: 468 / 61.3 / 706
Power is estimated from default activity; no workload was simulated.
